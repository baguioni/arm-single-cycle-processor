[flow/config.mk]
export PLATFORM = sky130hd
export DESIGN_NAME = adder
export DESIGN_NICKNAME = adder
export VERILOG_FILES = /design/flow/design.v
export SDC_FILE = /design/flow/constraint.sdc
export NUM_CORES = 4
export LEC_CHECK = 1
export CORE_AREA = 10 10 107 107
export DIE_AREA = 0 0 117 117
[flow/run.sh]
#!/bin/bash
# OpenROAD 26Q1-2900-gdf79404cd8, Yosys 0.63+post, stock flow scripts
make -C /OpenROAD-flow-scripts/flow DESIGN_CONFIG=/design/flow/config.mk WORK_HOME=/design/flow/orfs finish
[flow/constraint.sdc]
current_design adder

set clk_period 14.5
set clk_io_pct 0.2

create_clock -name clk0 -period $clk_period

set non_clock_inputs [all_inputs -no_clocks]
set_input_delay [expr $clk_period * $clk_io_pct] -clock clk0 $non_clock_inputs
set_output_delay [expr $clk_period * $clk_io_pct] -clock clk0 [all_outputs]
[flow/design.v]
module adder(
	input [31:0] a, 
	input [31:0] b, 
	output [31:0] result
);
	assign result = a + b;
endmodule
==> out/metrics.yaml <==
grt_overflow: 0
avgRoutedWirePerCell_um: 14.3
worstPathRequired_ns: 11.60
dieArea_um2: 13700
die_height_um: 117
synth_top_area_share_pct: 22.2
finalCritPeriodShare_pct: 60.7
detailed_place_hpwl_mm: 5.56
crit_start: "a[0]"
grt_pass1_vias: 2105
top_cells_by_area: "ha_1, a21oi_1, a21o_1"
postCtsSetupRepairBufs: 0
ir_worst_vdd_uv: 16.6
hold_buffers: 0
ys_types: 50
clkbuf_count: 0
worst-setup-path-type: "in2out"
critPathMaxFanout: 4
hold_viol: 0
fp_util_pct: 19.0
viasPerCell: 4.85
dr_total_vias: 2121
rsz0062_at_grt: "no"
hold_path_class: "in2out"
power.density_nw_per_um2: 48.2
synthToLayoutAreaGrowth_pct: 60.5
fillCellCount: 974
cp-end-kind: "primary output"
io_pins: 96
dr.pass1.iters: 4
yosys_cells: 241
antennaDiodeCount: 0
outcome: "completed"
hp-start: "b[0]"
drv_cap: 0
grt_usage_pct: 8.96
fin_setup_tns_ns: 0
port_buffers: 96
setup_violations: 0
grt_pass1_wl_mm: 10.2
drive_above_1_share_pct: 3.07
relSlewSlack_pct: 61.9
fmax_mhz: 114
yosys.area.top_type: "ha_1"
start_kind: "input port"
coreArea_um2: 9200
cts_resized: 0
ys_seq_share_pct: 0
period_needed_ns: 8.79
warnings: 32
design_area_um2: 2800
placed_cell_area_um2: 2800
slew_violations: 0
drtIter0Drc: 83
ant_nets: 0
crit_end: "result[26]"
synth_area_um2: 1740
worstPathArrival_ns: 5.89
regArea_um2: 0
synth.top_cells.by_count: "ha_1, a21oi_1, a21o_1, nand2_1, xor2_1"
grt_start_max_net_pins: 11
row_count: 35
gp_congestion: 0.828
synth_warnings: 0
synth.avg_cell_area_um2: 7.24
dieWidth_um: 117
hold_ws_ns: 6.83
synth_cells: 241
yosysMostFrequentCell: "ha_1"
flop-count: 0
drc: 0
drt_wl_total_mm: 6.27
yosys_area_um2: 1740
antenna_found_initial: 1
leakage_nw: 1.18
tightest_slew_ns: 0.558
[area by class of cell]
class,count,area [µm²],area share [%]
repair buffers,96,961,34.3
well taps,111,139,4.96
inverters,6,22.5,0.804
multi-input cells,224,1680,59.9
[stage by stage]
stage          util (%)  total power, mW  setup slack, ns  instances
6_report           30.4            0.135             5.71        437
4_1_cts            30.4            0.137             5.68        437
2_1_floorplan         -           0.0641             6.87        241
5_1_grt            30.4            0.151             5.49        437
3_5_place_dp       30.4            0.136             5.69        437
3_3_place_gp       30.4            0.137             5.72        437
[where the power goes]
part           leakage [nW]  switching, mW  internal [mW]  total [mW]
sequential                0              0              0           0
clock                     0              0              0           0
combinational          1.18         0.0545         0.0805       0.135
total                  1.18         0.0545         0.0805       0.135
[cell families after synthesis]
kind of cell    Yosys count  share of synthesized area (%)
compound gates           97                           39.3
simple gates             65                           18.3
buf+inv                  17                           3.80
xor+xnor                 28                           14.1
mux                       2                           1.15
fa+ha+maj                32                           23.4
[cells in the final DEF, fill, tap and decap left out, types with 3 or more instances in the layout]
master,n
inv_1,6
ha_1,31
o21bai_1,4
xnor2_1,13
a21oi_1,29
xor2_1,15
a21o_1,19
o21ai_0,13
o211ai_1,3
nand3_1,10
clkdlybuf4s50_1,96
nor2_1,12
a211oi_1,3
or2_2,3
nand2_1,18
nor3_1,4
a31oi_1,3
nand4_1,8
[worst min path at each step]
stage                 depth (start not counted)   endpoint
final                                         3  result[0]
after CTS                                     3  result[0]
after global routing                          3  result[0]
[critical path: stages]
cell and delay, ns:
clkdlybuf4s50_1 0.41, ha_1 0.24, fa_1 0.40, a21o_1 0.22, a31o_2 0.28, nand3_1 0.09
o221ai_1 0.23, a311oi_1 0.37, o21bai_1 0.11, xor2_1 0.14, clkdlybuf4s50_1 0.50
[layer usage]
metal,up-vias,track usage (%),routed length (µm)
met2,69,15.1,2860
met5,-,0,13
met4,2,0,1
met3,2,3.20,660
met1,957,11.4,2740
li1,1091,-,-
Power and IR drop assume default switching activity.
