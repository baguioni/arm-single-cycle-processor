==> ./design.v <==
module extend(
	input [1:0] ImmSrc,
	input [23:0] Extend_in,
	output reg [31:0] ExtImm
);
	always @(*) begin
		case(ImmSrc)
			2'b00: ExtImm = {24'b0, Extend_in[7:0]};  
			2'b01: ExtImm = {20'b0, Extend_in[11:0]};  
			2'b10: ExtImm = {{6{Extend_in[23]}}, Extend_in[23:0], 2'b00};  
			default: ExtImm = 32'bx;  
		endcase
	end
endmodule
==> ./run.sh <==
#!/bin/bash
# OpenROAD 26Q1-2900-gdf79404cd8, Yosys 0.63+post, stock flow scripts
make -C /OpenROAD-flow-scripts/flow DESIGN_CONFIG=/design/flow/config.mk WORK_HOME=/design/flow/orfs finish
==> ./config.mk <==
export PLATFORM = sky130hd
export DESIGN_NAME = extend
export DESIGN_NICKNAME = extend
export VERILOG_FILES = /design/flow/design.v
export SDC_FILE = /design/flow/constraint.sdc
export NUM_CORES = 4
export LEC_CHECK = 1
export CORE_AREA = 10 10 70 70
export DIE_AREA = 0 0 80 80
==> ./constraint.sdc <==
current_design extend

set clk_period 3.0
set clk_io_pct 0.2

create_clock -name clk0 -period $clk_period

set non_clock_inputs [all_inputs -no_clocks]
set_input_delay [expr $clk_period * $clk_io_pct] -clock clk0 $non_clock_inputs
set_output_delay [expr $clk_period * $clk_io_pct] -clock clk0 [all_outputs]
==> highlights.md <==
## Power and ir drop
• Power Dens Cells: 128 nW/um2
• maximum VDD drop: 0.0451 mV
• leakage power summed over all cells: 0.364 nW
• total power consumption of the routed design: 0.120 mW

## Placement
• post-detailed-placement cell area: 922 um2
• # port buffers: 58
• Post-Place Cells: 145
• Final Wtd Congestion: 0.724
• half-perimeter wire length after placement: 1620 um

## Yosys
• number of unique standard cell types used by synthesis: 12
• synthesized area: 312 um2
• area share of the largest cell type after synthesis: 32.1%
• tally of yosys warning messages: 1
• number of cell instances after yosys synthesis: 45
• largest area contributor in the synthesized netlist: sky130_fd_sc_hd__and2_1
• Avg Synthesized Cell Area: 6.92 um2
• total cell area reported by yosys after synthesis: 312 um2
• Gate Count Post-Synth: 45
• largest cells by area after synthesis: sky130_fd_sc_hd__and2_1 32%, sky130_fd_sc_hd__a22o_1 17%, sky130_fd_sc_hd__buf_4 14%
• portion of the post-synthesis area used by sequential elements: 0%

## Global route
• first-pass GRT wire length: 2500 um
• pin count of the biggest net entering global routing: 11
• GR Util All Layers: 4.83%
• via count of the first global-routing pass: 498
• antenna violations before repair: 0
• overall overflow remaining after global route: 0

## Finish
• final standard cell area without fillers: 937 um2
• leading cell types in the layout, fill and taps excluded: 58 x sky130_fd_sc_hd__clkdlybuf4s50_1, 16 x sky130_fd_sc_hd__and2_1, 6 x sky130_fd_sc_hd__a22o_1
• Register Area: 0 um2
• clock buffer count in the final layout: 0
• synthesis-to-layout area growth: 201%
• proportion of layout cells with a drive suffix above 1: 8.08%
• most frequent logic cell in the layout: sky130_fd_sc_hd__clkdlybuf4s50_1
• number of cells in the finished layout apart from fillers: 145
• Fillers: 374
• count of sequential standard cells: 0

## Detailed routing
• per-cell via count in the routed design: 3.52
• Diodes inserted: 0
• Antenna Violating Nets Remaining: 0
• number of DRC markers in iteration 0: 7
• total via count in the routed design: 510
• average wire per cell in the routed design: 12.2 um
• drt pass-1 iters: 4
• DRC violations left: 0
• WL final: 1760 um

## Floorplanning
• floorplan utilization: 9.12%
• y dimension of the die: 80 um
• area inside the core boundary: 3420 um2
• die width: 80 um
• chip area: 6400 um2
• number of placement rows: 21
• # IOs: 58

## Setup path
• crit path from: ImmSrc[0]
• startpoint-to-endpoint class of the critical path: in -> out
• end point of the critical path: ExtImm[4]
• kind of start point of the critical path: input pin
• data arrival time of the worst path: 2290 ps
• CP delay by family, top: buffers and inverters
• Crit-path slowest cell: sky130_fd_sc_hd__clkdlybuf4s50_1
• CP required: 2400 ps
• crit path buf inv count: 3
• cell type with the highest occurrence count on the critical path: sky130_fd_sc_hd__clkdlybuf4s50_1
• depth of the critical timing path with buffers and inverters included: 6
• largest driver fanout on the critical path: 6
• Crit. End Element: output pin
• biggest cell delay along the critical path: 480 ps
• CP Cell Sequence: clkdlybuf4s50_1 > inv_1 > ha_4 > and2b_4 > a22o_1 > clkdlybuf4s50_1

## STA
• RSZ-0062 raised after global routing: false
• Max Clk Rate: 346 MHz
• Fin Setup TNS: 0 ps
• shortest clock period the worst path allows after layout: 2890 ps
• Final Max Slew Viols: 0
• count of final setup violators: 0
• final period utilization: 96.4%
• Max-slew headroom: 86.6%
• Worst-Margin Slew: 201 ps
• final hold violation count: 0

## Hold path
• Hold/Removal Path Class: in -> out
• Min-Delay Startpoint: Extend_in[14]

## Flow run
• Maximum Capacitance Violations: 0
• OpenROAD warning count: 33

## Run status
• run status: finished, final reports clean

## Clock tree
• Hold-fix buffers, CTS: 0

==> metal layers <==
layer	track usage, %	part of all wire [%]	vias to the layer above
li1	-	-	256
met1	5.47	40	217
met2	7.06	37	37
met3	4.32	23	0
met4	0	0	0
met5	0	0	-
==> final cells by class <==
class / count / area (um2) / share of cell area (%)
repair buffers: 63 / 618 / 66.0
multi-input cells: 34 / 254 / 27.1
well taps: 46 / 57.6 / 6.14
inverters: 2 / 7.51 / 0.801
==> power by group <==
part / leakage, nW / switching [mW] / total (mW) / internal, mW
combinational: 0.364 / 0.0286 / 0.120 / 0.0910
sequential: 0 / 0 / 0 / 0
clock: 0 / 0 / 0 / 0
total: 0.364 / 0.0286 / 0.120 / 0.0910
==> logic make-up (layout without fill, tap and decap cells) <==
logic type / Yosys count / after routing / synth area share, %
simple gates: 22 / 22 / 42.2
buf+inv: 11 / 65 / 23.3
fa+ha+maj: 2 / 2 / 8.03
compound gates: 10 / 10 / 26.5
==> Yosys cell counts <==
master / instances
sky130_fd_sc_hd__clkbuf_1: 1
sky130_fd_sc_hd__or2_1: 1
sky130_fd_sc_hd__buf_6: 1
sky130_fd_sc_hd__ha_1: 2
sky130_fd_sc_hd__inv_1: 2
sky130_fd_sc_hd__and2_1: 16
sky130_fd_sc_hd__nor2_1: 4
sky130_fd_sc_hd__a22oi_1: 4
sky130_fd_sc_hd__a22o_1: 6
sky130_fd_sc_hd__buf_2: 1
sky130_fd_sc_hd__buf_4: 6
sky130_fd_sc_hd__and2b_4: 1
==> through the flow <==
stage,setup slack (ps),hold slack [ps],util (%)
4_1_cts,18.1,2130,27.1
2_1_floorplan,942,1270,-
3_3_place_gp,34.3,2130,27.0
6_report,109,2120,27.4
5_1_grt,10.2,2150,27.4
3_5_place_dp,0.140,2120,27.0
==> how the worst min path moves through the flow <==
stage         cells past startpoint  slack (ps)         end
finish                            3        2120  ExtImm[16]
global route                      3        2150  ExtImm[14]
CTS                               3        2130  ExtImm[16]
==> worst min-delay path, stage by stage <==
cell,delay [ps]
sky130_fd_sc_hd__clkdlybuf4s50_1,390
sky130_fd_sc_hd__and2_1,130
sky130_fd_sc_hd__clkdlybuf4s50_1,400
==> what timing repair did <==
action / CTS / global route
resized: 1 / 1
cloned: 0 / 0
setup buffers: 0 / 0
setup endpoints to repair: 4 / 6
No activity file was given, so power comes from the tool's default toggle rates.
