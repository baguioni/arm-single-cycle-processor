[./config.mk]
export PLATFORM = sky130hd
export DESIGN_NAME = alu
export DESIGN_NICKNAME = alu
export VERILOG_FILES = /design/flow/design.v
export SDC_FILE = /design/flow/constraint.sdc
export NUM_CORES = 4
export LEC_CHECK = 1
export CORE_UTILIZATION = 50
[./constraint.sdc]
current_design alu

set clk_period 23.3
set clk_io_pct 0.2

create_clock -name clk0 -period $clk_period

set non_clock_inputs [all_inputs -no_clocks]
set_input_delay [expr $clk_period * $clk_io_pct] -clock clk0 $non_clock_inputs
set_output_delay [expr $clk_period * $clk_io_pct] -clock clk0 [all_outputs]
[./design.v]
module alu(
	input [1:0] ALUControl,
	input [31:0] SrcA,
	input [31:0] SrcB,
	output reg [31:0] ALUResult,
	output reg [3:0] ALUFlags  
);
	always @(*) begin 
		case(ALUControl)
			2'b00: ALUResult = SrcA + SrcB;
			2'b01: ALUResult = SrcA - SrcB;
			2'b10: ALUResult = SrcA & SrcB;  
			2'b11: ALUResult = SrcA | SrcB;  
		endcase
		if (ALUResult[31] == 1) begin
			ALUFlags[3] = 1'b1;  
		end else begin
			ALUFlags[3] = 1'b0;
		end
		if (ALUResult == 0) begin
			ALUFlags[2] = 1'b1;  
		end else begin
			ALUFlags[2] = 1'b0;
		end
		case(ALUControl)
			2'b00: begin
				ALUFlags[1] = ((SrcA[31] & ~SrcB[31] & ALUResult[31]) | (SrcA[31] & SrcB[31] & ~ALUResult[31]));  
				ALUFlags[0] = (SrcA >= SrcB) ? 1'b0 : 1'b1;  
			end
			2'b01: begin	
				ALUFlags[1] = ((SrcA[31] & ~SrcB[31] & ALUResult[31]) | (~SrcA[31] & SrcB[31] & ALUResult[31]));  
				ALUFlags[0] = (SrcA < SrcB) ? 1'b1 : 1'b0;  
			end
			default begin
				ALUFlags[1] = 1'bx;  
				ALUFlags[0] = 1'bx;  
			end
		endcase
	end
endmodule
[./run.sh]
#!/bin/bash
# OpenROAD 26Q1-2900-gdf79404cd8, Yosys 0.63+post, stock flow scripts
make -C /OpenROAD-flow-scripts/flow DESIGN_CONFIG=/design/flow/config.mk WORK_HOME=/design/flow/orfs finish
==> results.rst <==
Physical design figures
=======================

.. list-table::
   :header-rows: 1

   * - Metric
     - Value
   * - Result of the run
     - complete, no violations
   * - Max-cap violation count
     - 0
   * - Count of buffers from port buffering
     - 102
   * - Endpoint arrival time on the critical path
     - 9.26 ns
   * - Final core area utilization
     - 60.7%
   * - Total Negative Setup Slacks
     - 0 ns
   * - Rows
     - 37
   * - Final max-slew violation count
     - 0
   * - Initial cell density of the core
     - 52.0%
   * - Overall overflow remaining after global route
     - 0
   * - Number of warnings in the stage logs
     - 98
   * - Leakage
     - 2.79 nW
   * - Post_cts resized
     - 0
   * - Number of antenna repair diodes
     - 0
   * - Global router's overall resource usage
     - 30.8%
   * - Crit Path Category
     - input pin to output pin
   * - Worst hold path type
     - input pin to output pin
   * - Maximum cell stage delay along the critical path
     - 0.69 ns
   * - Final tally of setup violations
     - 0
   * - Proportion of layout cells with a drive suffix above 1
     - 4.14%
   * - Detailed-router iteration count before antenna repair
     - 5
   * - Maximum number of pins on one net before global-route repair
     - 77
   * - Synth warn
     - 1
   * - Initial antenna violation count
     - 0
   * - Final design instance area without fill
     - 0.00629 sq mm
   * - CTS Hold Buffers Added
     - 0
   * - Gate count after technology mapping
     - 810
   * - DRT iter0 DRCs
     - 362
   * - Startpoint type of the worst setup path
     - input pin
   * - Detailed-route DRC error count
     - 0
   * - Core area
     - 0.0104 sq mm
   * - Worst slew pin tran
     - 0.869 ns
   * - Number of clock buffers in the layout
     - 0
   * - Cell family with the largest share of critical-path delay
     - simple AND/OR/NAND/NOR gates
   * - Final period utilization
     - 59.7%
   * - Post-Synthesis Mean Instance Area
     - 6.65 sq um
   * - Syn Std Cell Area
     - 0.00539 sq mm
   * - Global Route met3 Usage
     - 1.70%
   * - Wire length of the first global-routing pass
     - 27700 microns
   * - Final Hold Fails
     - 0
   * - DR vias
     - 6090
   * - Mean routed wirelength per cell
     - 17.2 microns
   * - FF/Latch Area
     - 0 sq um
   * - Yosys stat chip area
     - 0.00539 sq mm
   * - Horiz. Die Dim
     - 106 microns
   * - Number of global-route vias before repair
     - 5591
   * - Peak supply drop
     - 0.0000128 V
   * - Critical path buffer and inverter count
     - 4
   * - I/O pins
     - 102
   * - Worst slew margin
     - 40.6%
   * - Post-synthesis cell count from yosys
     - 810
   * - Die height
     - 106 microns
   * - Layout sequential cell count
     - 0
   * - Sequential share of the synthesized area
     - 0%
   * - Layer with the highest usage
     - met2
   * - Synth-to-layout area growth
     - 16.8%
   * - Hpwl dp
     - 13700 microns
   * - Die area
     - 0.0112 sq mm
   * - Critical Path Fanout Max
     - 40
   * - DRT antenna net count
     - 0
   * - CP Data Required Time
     - 18.64 ns
   * - DP Area
     - 0.00629 sq mm
   * - Global-route met2 utilization
     - 50.9%
   * - Setup repair after global routing missed its margin
     - no
   * - DRT Wirelength
     - 17300 microns
   * - Met1 global-route usage
     - 43.7%
   * - Post-CTS Setup Repair Bufs
     - 0
   * - Distinct lib cells used
     - 84
   * - Vias per Instance
     - 6.06
   * - Final weighted congestion in routability-driven placement
     - 0.961
   * - Final critical-path required period
     - 13.92 ns
   * - Pwr/cell area
     - 25.4 mW/mm^2
   * - Max Clock Freq
     - 71.9 MHz
   * - CP Cell Sequence
     - clkdlybuf4s50_1 -> buf_4 -> inv_2 -> nand2_1 -> or4_2 -> and3b_1 -> or4_4 -> a2111oi_4 -> nand4b_1 -> nor4b_2 -> nand4b_1 -> nor4_2 -> clkdlybuf4s50_1
   * - Cell with the largest stage delay on the worst path
     - sky130_fd_sc_hd__or4_2
   * - Sort of element at the end of the critical path
     - output pin
## power breakdown
part / switching [mW] / internal, mW
combinational: 0.0877 / 0.0721
clock: 0 / 0
sequential: 0 / 0
total: 0.0877 / 0.0721
## layer usage
layer,share of wire [%],vias to the layer above,wire length [microns]
met3,7.7,32,1330
met5,0,-,0
met2,45,301,7820
met1,44,2736,7640
li1,-,3021,-
met4,2.7,0,470
## layout make-up
class | count | area, sq um
tap | 136 | 170
inverter | 106 | 398
multi-input combinational | 656 | 4670
timing repair buffer | 107 | 1050
fill | 965 | 4080
## layout by cell type, fill, tap and decap left out, types with 3 or more instances in the layout
cell / count
sky130_fd_sc_hd__a211oi_1: 15
sky130_fd_sc_hd__a21o_1: 11
sky130_fd_sc_hd__a21oi_1: 84
sky130_fd_sc_hd__a221oi_1: 6
sky130_fd_sc_hd__a22oi_1: 5
sky130_fd_sc_hd__a311oi_1: 4
sky130_fd_sc_hd__a31oi_1: 12
sky130_fd_sc_hd__and2_1: 3
sky130_fd_sc_hd__buf_4: 5
sky130_fd_sc_hd__clkdlybuf4s50_1: 101
sky130_fd_sc_hd__ha_1: 97
sky130_fd_sc_hd__inv_1: 104
sky130_fd_sc_hd__mux2_2: 5
sky130_fd_sc_hd__mux2i_1: 5
sky130_fd_sc_hd__nand2_1: 74
sky130_fd_sc_hd__nand2b_1: 6
sky130_fd_sc_hd__nand3_1: 15
sky130_fd_sc_hd__nand4_1: 10
sky130_fd_sc_hd__nor2_1: 66
sky130_fd_sc_hd__nor2b_1: 7
sky130_fd_sc_hd__nor3_1: 17
sky130_fd_sc_hd__nor4_1: 8
sky130_fd_sc_hd__o2111ai_1: 4
sky130_fd_sc_hd__o211a_1: 3
sky130_fd_sc_hd__o211ai_1: 17
sky130_fd_sc_hd__o21a_1: 9
sky130_fd_sc_hd__o21ai_0: 43
sky130_fd_sc_hd__o21ai_1: 4
sky130_fd_sc_hd__o21bai_1: 8
sky130_fd_sc_hd__o221ai_1: 7
sky130_fd_sc_hd__o22ai_1: 7
sky130_fd_sc_hd__o311ai_0: 4
sky130_fd_sc_hd__o31ai_1: 12
sky130_fd_sc_hd__or3_1: 3
sky130_fd_sc_hd__or4_1: 7
sky130_fd_sc_hd__xnor2_1: 23
## worst paths after layout
path,cells after the start,slack [ns],from,endpoint
setup / recovery,13,9.38,ALUControl[1],ALUFlags[2]
hold / removal,5,10.44,ALUControl[0],ALUResult[2]
## metrics by stage
stage	std cells	total power, mW	setup WS [ns]	hold WS, ns
after floorplan	810	0.101	11.11	9.46
after global placement	1005	0.157	9.50	10.45
after detailed placement	1005	0.157	9.43	10.46
after CTS	1005	0.158	9.44	10.46
after global routing	1005	0.176	9.04	10.54
final	1005	0.160	9.38	10.44
## cells by family (layout without fill, tap and decap cells)
| kind of cell | count (synthesis) | count (layout) | share of synthesized area, % |
|---|---|---|---|
| and+or+nand+nor | 238 | 238 | 21.7 |
| AOI/OAI and AO/OA | 283 | 283 | 35.3 |
| muxes | 11 | 11 | 2.39 |
| adders and majority gates | 99 | 99 | 23.3 |
| buffers and inverters | 154 | 213 | 13.3 |
| xor gates and xnor gates | 25 | 25 | 4.06 |
## Yosys cell counts, types with 7 or more instances
library cell,count,area (sq um)
sky130_fd_sc_hd__or4_1,7,52.6
sky130_fd_sc_hd__nor4_1,8,50.1
sky130_fd_sc_hd__clkbuf_8,10,138
sky130_fd_sc_hd__o221ai_1,7,61.3
sky130_fd_sc_hd__nor3_1,17,85.1
sky130_fd_sc_hd__nor2b_1,7,43.8
sky130_fd_sc_hd__a211oi_1,15,113
sky130_fd_sc_hd__o21bai_1,8,60.1
sky130_fd_sc_hd__nand3_1,15,75.1
sky130_fd_sc_hd__a21oi_1,84,420
sky130_fd_sc_hd__a31oi_1,12,75.1
sky130_fd_sc_hd__nor2_1,66,248
sky130_fd_sc_hd__o21ai_0,43,215
sky130_fd_sc_hd__o21a_1,9,67.6
sky130_fd_sc_hd__o22ai_1,7,43.8
sky130_fd_sc_hd__a21o_1,11,82.6
sky130_fd_sc_hd__nand2_1,74,278
sky130_fd_sc_hd__o31ai_1,12,90.1
sky130_fd_sc_hd__ha_1,97,1210
sky130_fd_sc_hd__clkbuf_1,27,101
sky130_fd_sc_hd__o211ai_1,17,128
sky130_fd_sc_hd__nand4_1,10,62.6
sky130_fd_sc_hd__inv_1,104,390
sky130_fd_sc_hd__xnor2_1,23,201
Power figures rest on the tool's default switching activity, not on a simulated workload.
